==> flow/design.v <==
module fsm  (
 input   wire                  CLK,
 input   wire                  RST,
 input   wire                  Data_Valid, 
 input   wire                  ser_done, 
 output  reg                   Ser_enable,
 output  reg     [1:0]         mux_sel, 
 output  reg                   busy
);
parameter   [2:0]      IDLE   = 3'b000,
                       start  = 3'b001,
					   data   = 3'b011,
					   parity = 3'b010,
					   stop   = 3'b110 ;
reg         [2:0]      current_state , next_state ;
always @ (posedge CLK or negedge RST)
 begin
  if(!RST)
   begin
    current_state <= IDLE ;
   end
  else
   begin
    current_state <= next_state ;
   end
 end
always @ (*)
 begin
  case(current_state)
  IDLE   : begin
            if(Data_Valid)
			 next_state = start ;
			else
			 next_state = IDLE ; 			
           end
  start  : begin
			 next_state = data ;  
           end
  data   : begin
            if(ser_done)
			 next_state = parity ;
			else
			 next_state = data ; 			
           end
  parity : begin
			 next_state = stop ; 
           end
  stop   : begin
			 next_state = IDLE ; 
           end	
  default: begin
			 next_state = IDLE ; 
           end	
  endcase                 	   
 end 
always @ (*)
 begin
  case(current_state)
  IDLE   : begin
            busy = 1'b0 ;
			Ser_enable = 1'b0 ;
            mux_sel = 2'b00 ;				
           end
  start  : begin
			Ser_enable = 1'b1 ;  
            busy = 1'b1 ;
            mux_sel = 2'b00 ;	
           end
  data   : begin  
            busy = 1'b1 ;
            mux_sel = 2'b01 ;	
            if(ser_done)
			 Ser_enable = 1'b0 ;  
			else
 			 Ser_enable = 1'b1 ;              			 
           end
  parity : begin
            busy = 1'b1 ;
            mux_sel = 2'b10 ;	
           end
  stop   : begin
            busy = 1'b1 ;
            mux_sel = 2'b11 ;			
           end		
  default: begin
            busy = 1'b0 ;
			Ser_enable = 1'b0 ;
            mux_sel = 2'b00 ;		
           end	
  endcase         	              
 end 
endmodule
==> flow/run.sh <==
#!/bin/bash
# OpenROAD 26Q1-2900-gdf79404cd8, Yosys 0.63+post, stock flow scripts
make -C /OpenROAD-flow-scripts/flow DESIGN_CONFIG=/design/flow/config.mk WORK_HOME=/design/flow/orfs finish
==> flow/config.mk <==
export PLATFORM = sky130hd
export DESIGN_NAME = fsm
export DESIGN_NICKNAME = fsm
export VERILOG_FILES = /design/flow/design.v
export SDC_FILE = /design/flow/constraint.sdc
export NUM_CORES = 4
export LEC_CHECK = 1
export CORE_AREA = 10 10 70 70
export DIE_AREA = 0 0 80 80
==> flow/constraint.sdc <==
current_design fsm

set clk_period 2.1
set clk_io_pct 0.2

create_clock -name clk0 -period $clk_period [get_ports {CLK}]

set non_clock_inputs [all_inputs -no_clocks]
set_input_delay [expr $clk_period * $clk_io_pct] -clock clk0 $non_clock_inputs
set_output_delay [expr $clk_period * $clk_io_pct] -clock clk0 [all_outputs]
==> impl_metrics.yaml <==
# implementation run metrics
worst_setup_path:
  reg2reg_depth: 1
  crit_chain: "or2_1 -> or3_1 -> clkdlybuf4s50_1"
  path_buffers: 1
  path_depth: 3
  timing.setup.critical_path_class: "flop to primary output"
  critPathLaunchType: "flop"
  max_stage_delay_ns: 0.42
  worstPathArrival_ns: 1.59
  path_max_fanout: 3
  r2r-start: "current_state[4]$_DFF_PN0_"
  startpoint: "current_state[1]$_DFF_PN0_"
  cp.required_ns: 1.68
  critPathCapture: "busy"
  slowest_stage: "clkdlybuf4s50_1"
  r2r-end: "current_state[1]$_DFF_PN0_"
  r2r_slack_ns: 1.41
  worst_path_dominant_cell_family: "simple AND/OR/NAND/NOR gates"
  critPathCaptureType: "primary output"
floorplanning:
  num_rows: 21
  core_area_um2: 3416
  die_x_um: 80
  fp_util_pct: 6.117
  chip_area_um2: 6400
  ios: 8
  die_y_um: 80
drt:
  avgRoutedWirePerCell_um: 6.893
  drt_wl_total_um: 517
  drc_errors: 0
  firstDrtPassIters: 2
  vias: 166
  drt-initial-drc-count: 4
  postRouteAntennaNets: 0
  vias_per_cell: 2.213
sta:
  finalClockPeriodUsage_pct: 95.89
  untimed_endpoints: 2
  unclocked_regs: 1
  timing_hold_violations_final: 0
  grt_setup_unrepaired: "no"
  max_freq_mhz: 496.6
  max-slew-margin-rel_pct: 85.20
  tightestPinTransition_ns: 0.2212
  skew_ns: 0.003475
  slew_violations: 0
  setup_viol: 0
  finalSetupTns_ns: 0
  timing.final.ws_setup_ns: 0.08623
  post-route-min-period_ns: 2.014
clocking:
  tritoncts: "built"
  path_clk_slew_ns: 0.04
  htreeDepth: 1
  clk_path_buf_depth: 2
  cts_resized: 0
  numCtsBuffers: 3
  cts_root_buf: "clkbuf_4"
  holdBufCountCts: 0
  clk_latency_ns: 0.24
  postCtsSetupBuffers: 0
power:
  leakagePower_nw: 0.1867
  peakVddDrop_mv: 0.1542
  power.density_nw_per_um2: 594.2
placed_design:
  port_buffers: 7
  dp.cells: 70
  gp_congestion: 0.6957
  dp_hpwl_um: 429.7
  placed_area_um2: 336.6
  place_worst_setup_slack_ns: 0.3398
job:
  warning_count: 25
  drv_cap: 0
synth:
  yosys_area_um2: 209.0
  yosysCellCount: 17
  ys_warn_count: 1
  avgSynthCellArea_um2: 12.29
  synth.distinct_cells: 8
  synth-seq-cells: 6
  synth_area_um2: 209.0
  syn_inst: 17
grt:
  grt_max_degree: 6
  grt_pass1_wl_um: 772
  track_usage_pct: 1.765
  grt_pass1_vias: 165
  antenna_found_initial: 1
  grt_overflow: 0
cells_and_area:
  stdcell_area_um2: 365.4
  layout-drive-gt1-share_pct: 14.29
  utilization_pct: 10.70
  stdcell_count: 75
  syn2layout_area_growth_pct: 74.85
worst_hold_path:
  hp-class: "input port to asynchronous set/reset pin"
run_status:
  status: "finished clean"
==> cells by family after synthesis <==
kind of cell    after synthesis  share of synthesized area (%)
latches                       1                          7.184
flops                         5                          60.48
compound gates                3                          10.78
simple gates                  6                          17.97
buf+inv                       2                          3.594
==> worst min path at each step <==
stage | cells after the start | endpoint
after CTS | 1 | current_state[2]$_DFF_PN0_
after global routing | 1 | current_state[2]$_DFF_PN0_
final | 1 | current_state[4]$_DFF_PN0_
==> synth_stat cells (all sizes together) <==
library cell / count / share of area (%)
dfrtp: 4 / 48
a21o: 3 / 11
or2: 3 / 9.0
and2: 2 / 6.0
inv: 2 / 3.6
dfstp: 1 / 13
dlxtn: 1 / 7.2
or3: 1 / 3.0
==> registers in the layout, indices dropped and copies added (netlist names) <==
name / count
Ser_enable: 1
current_state: 5
==> stage by stage <==
step	hold slack, ns	power [mW]
after floorplan	0.1244	0.09903
after global placement	0.3740	0.1064
after detailed placement	0.3918	0.1069
after CTS	0.3961	0.2204
after global routing	0.3903	0.2307
final	0.3936	0.2171
==> cell usage in the layout, fill, tap and decap left out <==
cell type	n
clkdlybuf4s50_1	7
dfrtp_1	4
or2_1	3
a21o_1	3
clkbuf_4	3
and2_1	2
inv_1	2
diode_2	1
dlxtn_1	1
or3_1	1
clkbuf_1	1
dfstp_2	1
==> report_power, final <==
part | total, mW | switching (mW) | internal (mW) | leakage (nW)
Combinational | 0.00857 | 0.00340 | 0.00517 | 0.0979
Sequential | 0.0968 | 0 | 0.0968 | 0.0738
Clock | 0.112 | 0.0399 | 0.0719 | 0.0150
Total | 0.217 | 0.0433 | 0.174 | 0.187
==> layer usage <==
layer | part of all wire [%] | GRT usage, %
met5 | 0 | 0
met4 | 0 | 0.1761
met3 | 28 | 3.295
met2 | 27 | 1.525
met1 | 45 | 1.811
==> final cells by class <==
type                            count  area [um^2]
Fill cell                         400         3050
Sequential cell                     6        141.4
Timing Repair Buffer                7        70.07
Multi-Input combinational cell      9        60.06
Tap cell                           46        57.56
Clock buffer                        4        26.28
Inverter                            2        7.507
Antenna cell                        1        2.502
No activity file was given, so power comes from the tool's default toggle rates.
